--- flow/design.v ---
`timescale  1ns/1ns
module dr ( clk, din, dout ) ;
  input         clk  ;
  input  [31:0] din  ;
  output [31:0] dout ;
  reg [31:0] register ;
  always @(posedge clk)
  begin
    register = din ;
  end
  assign dout = register ;
endmodule
--- flow/run.sh ---
#!/bin/bash
# OpenROAD 26Q1-2900-gdf79404cd8, Yosys 0.63+post, stock flow scripts
make -C /OpenROAD-flow-scripts/flow DESIGN_CONFIG=/design/flow/config.mk WORK_HOME=/design/flow/orfs finish
--- flow/config.mk ---
export PLATFORM = sky130hd
export DESIGN_NAME = dr
export DESIGN_NICKNAME = dr
export VERILOG_FILES = /design/flow/design.v
export SDC_FILE = /design/flow/constraint.sdc
export NUM_CORES = 4
export LEC_CHECK = 1
export CORE_AREA = 10 10 80 80
export DIE_AREA = 0 0 90 90
--- flow/constraint.sdc ---
current_design dr

set clk_period 1.0
set clk_io_pct 0.2

create_clock -name clk0 -period $clk_period [get_ports {clk}]

set non_clock_inputs [all_inputs -no_clocks]
set_input_delay [expr $clk_period * $clk_io_pct] -clock clk0 $non_clock_inputs
set_output_delay [expr $clk_period * $clk_io_pct] -clock clk0 [all_outputs]
==> flow_summary.ini <==
; yosys + openroad results
[worst_hold_path]
min_to = register[3]
min-delay-path-class = in -> reg
hp-start = din[3]
holdPathStages = 1

[layout]
logic_area_um2 = 0
drive_above_1_share_pct = 20.4
num-multi-input-gates = 0
largest_register_ffs = 32
syn2layout_area_growth_pct = 125

[yosys]
simple_gate_area_share_pct = 0
ys_warn_count = 1
numSynthFlops = 32
ys_cells = 32
yosysSeqAreaShare_pct = 100
syn_area_per_cell_um2 = 20.0
yosys-top-cells-area = dfxtp_1
post-synth-top-area-cell = dfxtp_1
syn_inst = 32
synthTopCellsByCount = dfxtp_1
yosys.area_share.aoi_pct = 0
synth_xor_xnor_area_share_pct = 0
ys_sh_adder_pct = 0
synth_area_um2 = 641
most_common_cell = dfxtp_1
enable_flop_cells = 0
ys_async_sr_fraction_pct = 0
ys_area_um2 = 641
yosysUniqueCellTypes = 1
netlist.area_leader.share_pct = 100
synth-main-ff-cell = dfxtp_1
mux_area_share_pct = 0

[detailed_routing]
via_per_inst = 2.88
routed-via-count = 490
routed_wl_um = 2030
avgRoutedWirePerCell_um = 11.9
drcViolationCount = 0
dr.pass1.iters = 2
ant_nets = 0
drtIter0Drc = 4
antenna_cells = 0

[die]
io-pin-count = 65
die_width_um = 90
fp_util_pct = 13.6
core_um2 = 4720
die_area_um2 = 8100
placementRows = 25
die_height_um = 90

[final_timing]
fin_setup_tns_ns = 0
relSlewSlack_pct = 95.9
max_freq_mhz = 1050
timing.final.hold_violations = 0
rsz0062_at_grt = no
timing.final.crit_period_ns = 0.956
worst_pin_slew_ns = 0.0611
finalCritPeriodShare_pct = 95.6
slew_viol_final = 0
finalSetupViolCount = 0

[pwr]
p_sw_uw = 444
p_comb_share_pct = 7.9
finalPower_uw = 2580
vdd_ir_drop_max_uv = 967
p_leak_uw = 0.000589
power_density_nw_per_um2 = 1790
netSwitchingFraction_pct = 17.2
p_int_uw = 2130
seq_power_share_pct = 52.8
pwr-share-clk_pct = 39.3

[cts]
clock_sinks = 32
clk_pin_slew_ns = 0.06
cts_max_level = 2
cts_hold_buf = 0
cts_tree = yes
root_buffer = clkbuf_8
numCtsBuffers = 5
cts_buffer_depth = 2

[setup_path]
path_class = reg -> out
crit_required_ns = 0.80
cp_top_family = flip-flops
cpPeakStageDelay_ns = 0.31
cp.arrival_ns = 0.76
crit_slowest_cell = dfxtp_2
critical_path.n_buffers_inverters = 1
critPathLaunchType = register
cp-end-kind = primary output
cp_max_fo = 1
cp_cell_sequence = clkdlybuf4s15_1

[grt]
grt_pass1_vias = 561
grt_max_degree = 10
antenna_found_initial = 0
grt_pass1_wl_um = 3080
gr-total-overflow = 0
grt_usage_pct = 4.87

[placed_design]
port_buffers = 64
globalplace.congestion = 0.639

[run]
warnings = 25
drv_cap = 0

[run_status]
status = complete, no violations
==> metal layers <==
layer  global-route usage (%)  vias up  share of wire [%]
met2                     5.99       53                 34
li1                         -      236                  -
met5                        0        -                  0
met4                    0.796        0                1.4
met1                     5.28      197                 40
met3                     5.87        4                 24
==> layout by cell type (no fill, tap or decap) <==
cell type,Yosys,routed
clkdlybuf4s15_1,0,26
clkbuf_8,0,7
clkbuf_2,0,6
dfxtp_2,0,8
dfxtp_1,32,24
clkdlybuf4s50_1,0,32
==> power groups by stage <==
stage	clock network, uW	logic [uW]	registers (uW)
final	1010	203	1360
after global routing	1120	221	1370
after CTS	1060	215	1360
==> cell type report <==
| class | count | area [um^2] |
|---|---|---|
| clock buffer | 7 | 96.3 |
| fill | 477 | 3280 |
| timing repair buffer | 64 | 611 |
| tap | 67 | 83.8 |
| sequential | 32 | 651 |
==> logic make-up after synthesis <==
logic type  count (synthesis)
flops                      32
==> worst max-delay path by stage <==
stage / from / endpoint / slack (ns) / cells after the start
after CTS: register[30] / dout[30] / 0.009 / 1
after global routing: register[9] / dout[9] / 0.0003 / 1
final: register[13] / dout[13] / 0.04 / 1
==> what timing repair did <==
action	CTS	global route
gates resized	66	12
endpoints found under the setup margin	32	11
buffers inserted	0	0
==> metrics by stage <==
step	util [%]	hold slack (ns)	area, um^2	std cells	setup slack, ns
after detailed placement	28.9	0.652	1370	163	0.0321
after CTS	31.0	0.348	1460	170	0.00903
final	30.5	0.360	1440	170	0.0437
after global placement	28.9	0.650	1370	163	0.0290
after global routing	30.5	0.340	1440	170	0.000293
after floorplan	-	0.228	641	32	0.538
Power figures rest on the tool's default switching activity, not on a simulated workload.
