==> flow/design.v <==
`timescale  1ns/1ns
module ir ( clk, we, din, dout ) ;
  input         clk  ;
  input         we   ;
  input  [31:0] din  ;
  output [31:0] dout ;
  reg [31:0] register ;
  always @(posedge clk)
  begin
    if (we)
      register = din ;
  end
  assign dout = register ;
endmodule
==> flow/run.sh <==
#!/bin/bash
# OpenROAD 26Q1-2900-gdf79404cd8, Yosys 0.63+post, stock flow scripts
make -C /OpenROAD-flow-scripts/flow DESIGN_CONFIG=/design/flow/config.mk WORK_HOME=/design/flow/orfs finish
==> flow/config.mk <==
export PLATFORM = sky130hd
export DESIGN_NAME = ir
export DESIGN_NICKNAME = ir
export VERILOG_FILES = /design/flow/design.v
export SDC_FILE = /design/flow/constraint.sdc
export NUM_CORES = 4
export LEC_CHECK = 1
export CORE_AREA = 10 10 95 95
export DIE_AREA = 0 0 105 105
==> flow/constraint.sdc <==
current_design ir

set clk_period 1.0
set clk_io_pct 0.2

create_clock -name clk0 -period $clk_period [get_ports {clk}]

set non_clock_inputs [all_inputs -no_clocks]
set_input_delay [expr $clk_period * $clk_io_pct] -clock clk0 $non_clock_inputs
set_output_delay [expr $clk_period * $clk_io_pct] -clock clk0 [all_outputs]
==> Flow_metrics.wiki <==
=== Synthesis and place and route ===
{| class="wikitable"
! Metric !! Value
|-
| Power Density || 1783 nW/um2
|-
| Total via count after detailed routing || 592
|-
| Cell count listed in synth_stat.txt || 32
|-
| Total wire length || 2.741 mm
|-
| Std cell rows || 30
|-
| Placed insts || 195
|-
| Final Worst Setup Slack || -0.002966 ns
|-
| Tightest Hold Check Type || in2reg
|-
| Peak supply drop || 0.7393 mV
|-
| Critical Path Source Type || flop
|-
| Cell leakage power || 0.6402 nW
|-
| Highest clock rate || 997.0 MHz
|-
| Final Critical Period || 1.003 ns
|-
| Non-filler instance count after layout || 203
|-
| Count of warnings emitted by yosys || 1
|-
| Yosys-reported design area after synthesis || 960.9 um2
|-
| Run status || complete, but fails checks
|-
| Clock buffer depth || 2
|-
| Final sum of negative setup slack || -0.002966 ns
|-
| Total CTS buffers || 5
|-
| Area of all placed cells without fillers || 1713 um2
|-
| Mapped Cells || 32
|-
| Core utilization before placement || 13.91%
|-
| Clock network power share || 39.0%
|-
| Post-DP Area || 1767 um2
|-
| Leading cell type in the layout, fill and taps excluded || sky130_fd_sc_hd__buf_2
|-
| Average wire per cell in the routed design || 13.50 um
|-
| Aggregate global-route resource usage || 4.849%
|-
| Antenna-violating nets left || 0
|-
| CTS Root Buffer Type || sky130_fd_sc_hd__clkbuf_8
|-
| Final max-slew violation count || 0
|-
| Number of violations of the max-capacitance limit || 0
|-
| First DRT Iteration DRCs || 21
|-
| Flops after synth || 32
|-
| Clock Sinks || 32
|-
| Horizontal die dimension || 105 um
|-
| Share of total power consumed by net switching || 18.04%
|-
| Detailed-route vias per instance || 2.916
|-
| Actual slew at the worst max-slew pin || 0.1088 ns
|-
| Crit path capture type || output pin
|-
| Final Hold Viols || 0
|-
| Critical path's largest stage delay || 0.39 ns
|-
| Antenna violations before repair || 0
|-
| Portion of the clock cycle consumed by the worst path in the final layout || 100.3%
|-
| Height of the chip || 105 um
|-
| Violated checks || setup timing
|-
| Critical-path maximum fanout || 1
|-
| Fin Hold WS || 0.3433 ns
|-
| DRT Pass-1 Iters || 3
|-
| Unrepaired setup endpoints after global routing || true
|-
| Logic area || 0 um2
|-
| Remaining Overflow, GRT || 0
|-
| Vias in the first global route || 659
|-
| Gate power share || 8.2%
|-
| Number of antenna repair diodes || 0
|-
| Remaining routing DRC violations || 0
|-
| Wire length of the first global-routing pass || 4.084 mm
|-
| Maximum number of pins on one net before global-route repair || 20
|-
| WS Path Type || reg2out
|-
| Cell Int Power || 2.504 mW
|-
| Post-CTS Setup Bufs || 0
|-
| Design Power || 3.055 mW
|-
| Placement-stage worst setup slack || -0.03212 ns
|-
| Worst Path Buf+Inv || 1
|-
| Critical path cell sequence || buf_2
|-
| Sw power || 0.5512 mW
|-
| Synth-to-Final Area Change || 78.25%
|-
| TritonCTS clock tree || built
|-
| Clock transition at the register clock pins on the worst setup and hold paths after CTS || 0.07 ns
|-
| Crit path DAT || 0.80 ns
|-
| Number of distinct library cells after synthesis || 1
|-
| Final weighted congestion of routability-driven global placement || 0.6893
|-
| Worst endpoint required time || 0.80 ns
|-
| I/O pins || 66
|-
| Placeable core region || 6907 um2
|-
| Mean area per synthesized cell || 30.03 um2
|-
| Sequential cell fraction of total power || 52.8%
|-
| Top delay family on crit path || flip-flops
|-
| Worst max-slew margin expressed relative to the limit || 92.75%
|-
| Layout Utilization || 24.80%
|-
| Highest-count cells in the layout ignoring fill and taps || sky130_fd_sc_hd__buf_2 (33), sky130_fd_sc_hd__clkdlybuf4s50_1 (32), sky130_fd_sc_hd__edfxtp_1 (32)
|-
| Logic depth of the worst setup path including buffers || 1
|-
| CP max stage cell || sky130_fd_sc_hd__edfxtp_1
|-
| Part of the Yosys area used for sequential elements || 100.0%
|-
| Area enclosed by the die boundary || 11030 um2
|-
| Share of cells above drive strength 1 || 38.32%
|-
| Setup-violating endpoint count in the final report || 1
|-
| Flip-flop count of the largest register, all copies and words added || 32
|-
| Number of warnings in the stage logs || 27
|-
| Worst Hold Depth || 2
|-
| Number of logic gates || 0
|-
| H-tree depth || 2
|-
| Count of buffers from port buffering || 65
|-
| Cell Area, Synth || 960.9 um2
|}
[final timing paths]
kind | to | slack, ns | startpoint
worst max-delay path | dout[17] | -0.003 | register[17]
worst min-delay path | register[13] | 0.34 | we
[cell usage after synthesis, drive strengths merged]
library cell | n | area (um2)
edfxtp | 32 | 960.9
[per-layer routing]
layer	GRT usage, %	routed length [um]	vias up	share of wire [%]
met3	2.857	306	3	11
met1	5.629	1085	273	40
met4	0.7843	31	0	1.1
li1	-	-	275	-
met5	0	0	-	0
met2	7.740	1318	41	48
[what timing repair did]
action,CTS,global route
resized,99,0
hold buffers,0,0
gates cloned,0,0
endpoints found under the setup margin,32,14
hold endpoints to repair,0,0
[final cells by class]
class                 instances  area, um2
fill                        735       5194
timing repair buffer         67      525.5
tap                          96      120.1
clock inverter                3      37.54
sequential                   32      960.9
clock buffer                  5      68.82
[power by group through the flow]
stage | Clock (mW) | Combinational (mW) | Sequential, mW
4_1_cts | 1.26 | 0.263 | 1.61
5_1_grt | 1.31 | 0.278 | 1.62
6_report | 1.19 | 0.250 | 1.61
[kinds of logic (layout without fill, tap and decap cells)]
kind of cell	count (synthesis)	count (layout)	synth area share (%)
flip-flops	32	32	100.0
buffers and inverters	0	75	0
Power and IR drop assume default switching activity.
