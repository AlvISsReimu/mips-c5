==> /design/flow/design.v <==
`timescale  1ns/1ns
module aluout ( clk, din, dout ) ;
  input         clk  ;
  input  [31:0] din  ;
  output [31:0] dout ;
  reg [31:0] register ;
  always @(posedge clk)
  begin
    register = din ;
  end
  assign dout = register ;
endmodule
==> /design/flow/run.sh <==
#!/bin/bash
# OpenROAD 26Q1-2900-gdf79404cd8, Yosys 0.63+post, stock flow scripts
make -C /OpenROAD-flow-scripts/flow DESIGN_CONFIG=/design/flow/config.mk WORK_HOME=/design/flow/orfs finish
==> /design/flow/config.mk <==
export PLATFORM = sky130hd
export DESIGN_NAME = aluout
export DESIGN_NICKNAME = aluout
export VERILOG_FILES = /design/flow/design.v
export SDC_FILE = /design/flow/constraint.sdc
export NUM_CORES = 4
export LEC_CHECK = 1
export CORE_AREA = 10 10 80 80
export DIE_AREA = 0 0 90 90
==> /design/flow/constraint.sdc <==
current_design aluout

set clk_period 1.0
set clk_io_pct 0.2

create_clock -name clk0 -period $clk_period [get_ports {clk}]

set non_clock_inputs [all_inputs -no_clocks]
set_input_delay [expr $clk_period * $clk_io_pct] -clock clk0 $non_clock_inputs
set_output_delay [expr $clk_period * $clk_io_pct] -clock clk0 [all_outputs]
==> results.py <==
# Auto-generated metrics
metrics = {
    "status": {
        "status": "finished, final reports clean",
    },
    "cells_and_area": {
        "drive_above_1_share_pct": 20.4,
        "largest_reg_flops": 32,
        "n_fill_cell": 477,
        "multiInputGateArea_um2": 0,
        "area_growth_pct": 125,
        "comb_cells": 0,
        "stdcell_area_um2": 1440,
        "final_cells": 170,
    },
    "clocking": {
        "cts_max_level": 2,
        "cts_setup_buffers": 0,
        "cts_tree": "built",
        "clock-sinks": 32,
        "cts_root_buf": "clkbuf_8",
        "clk_pin_slew_ps": 60,
        "clock_path_buffers": 2,
        "cts_made_buffers": 5,
    },
    "synth": {
        "postSynthSeqShare_pct": 100,
        "yosysWarningCount": 1,
        "top_cell_area_share_pct": 100,
        "synth_flops": 32,
        "syn-cell-area_um2": 641,
        "synth.top_cells.by_count": "dfxtp_1",
        "avgSynthCellArea_um2": 20.0,
        "syn_inst": 32,
        "top_area_cell": "dfxtp_1",
        "yosysUniqueCellTypes": 1,
        "async_flop_share_pct": 0,
        "edf_count": 0,
        "top_cell": "dfxtp_1",
        "ys_cells": 32,
        "top_cells_by_area": "dfxtp_1",
        "ff_type": "dfxtp_1",
        "ys_area_um2": 641,
    },
    "floorplan": {
        "core_util_floorplan_pct": 13.6,
        "rows": 25,
        "die-area_um2": 8100,
        "dieHeight_um": 90,
        "fp.coreArea_um2": 4720,
        "ios": 65,
        "die_x_um": 90,
    },
    "setup_path": {
        "slowest_delay_ps": 310,
        "path_max_fanout": 1,
        "criticalPathCategory": "flip-flop to output port",
        "end_kind": "output port",
        "critical_path_required_ps": 800,
        "crit_buf_inv": 1,
        "cp_top_family": "flip-flops",
        "cp.arrival_ps": 760,
        "worstPathCellList": "clkdlybuf4s15_1",
        "critical-path-slowest-cell": "dfxtp_2",
        "critPathLaunchType": "flip-flop",
    },
    "detailed_routing": {
        "ant_nets": 0,
        "vias": 490,
        "vias_per_cell": 2.88,
        "wl_um": 2030,
        "routedWlPerCell_um": 11.9,
        "drtIter0Drc": 4,
        "drc": 0,
        "drtPass1Iterations": 2,
        "diodes": 0,
    },
    "power": {
        "p_seq_share_pct": 52.8,
        "p_per_area_nw_per_um2": 1790,
        "ir_drop_mv": 0.967,
        "internal_power_mw": 2.13,
        "p_leak_nw": 0.589,
        "pwr-share-comb_pct": 7.9,
        "p_switching_mw": 0.444,
        "swShare_pct": 17.2,
        "clkPwrFrac_pct": 39.3,
    },
    "final_timing": {
        "whs_ps": 360,
        "fin_crit_sh_pct": 95.6,
        "setup_viol": 0,
        "layout_setup_ws_ps": 43.7,
        "finalHoldViolCount": 0,
        "rsz0062_at_grt": "false",
        "fin_setup_tns_ps": 0,
        "max_freq_ghz": 1.05,
        "maxSlewViolCount": 0,
        "post-route-min-period_ps": 956,
        "maxSlewHeadroom_pct": 95.9,
        "tightest_slew_ps": 61.1,
    },
    "place": {
        "gp_congestion": 0.639,
        "post_dp_cell_area_um2": 1370,
        "dp_slack_ps": 32.1,
        "numPortBuffers": 64,
        "dp.cells": 163,
    },
    "hold_path": {
        "hold_depth": 1,
        "holdPathEnd": "register[3]",
        "hold_path_class": "input port to flip-flop",
        "min_from": "din[3]",
    },
    "job": {
        "tool_warnings": 25,
        "cap_violations": 0,
    },
    "grt": {
        "overflow": 0,
        "grt_max_degree": 10,
        "grt_pass1_wl_um": 3080,
        "grt_usage_pct": 4.87,
        "antenna_found_initial": 0,
        "grt_pass1_vias": 561,
    },
}
==> worst max path at each step <==
stage | endpoint | cells past startpoint | from | slack [ps]
finish | dout[13] | 1 | register[13] | 40
global route | dout[9] | 1 | register[9] | 0.3
CTS | dout[30] | 1 | register[30] | 9
==> stage by stage <==
stage          total power, mW  utilization, %
2_1_floorplan             1.37               -
4_1_cts                   2.64            31.0
6_report                  2.58            30.5
3_3_place_gp              1.63            28.9
3_5_place_dp              1.63            28.9
5_1_grt                   2.71            30.5
==> cells by family after synthesis <==
family,share of synthesized area [%]
flops,100
==> cells in the final DEF, fill, tap and decap left out, drive strengths merged <==
| cell type | count |
|---|---|
| dfxtp | 32 |
| clkbuf | 13 |
| clkdlybuf4s15 | 26 |
| clkdlybuf4s50 | 32 |
==> power groups by stage <==
stage / logic [mW] / clock network [mW] / registers [mW]
4_1_cts: 0.215 / 1.06 / 1.36
5_1_grt: 0.221 / 1.12 / 1.37
6_report: 0.203 / 1.01 / 1.36
==> layout make-up <==
class / instances / area (um^2) / share of cell area (%)
repair buffers: 64 / 611 / 42.4
clock buffers: 7 / 96.3 / 6.68
well taps: 67 / 83.8 / 5.82
flip-flops and latches: 32 / 651 / 45.1
==> what timing repair did <==
item,in CTS,in global routing
hold buffers,0,0
gates cloned,0,0
endpoints found under the setup margin,32,11
gates resized,66,12
==> routing by layer <==
| layer | up-vias | track usage, % | wire length [um] |
|---|---|---|---|
| met2 | 53 | 5.99 | 691 |
| met5 | - | 0 | 0 |
| met3 | 4 | 5.87 | 491 |
| li1 | 236 | - | - |
| met1 | 197 | 5.28 | 815 |
| met4 | 0 | 0.796 | 29 |
Power and IR drop assume default switching activity.
